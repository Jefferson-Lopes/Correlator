--- ./run.sh ---
#!/bin/bash
# OpenROAD 26Q1-2900-gdf79404cd8, Yosys 0.63+post, stock flow scripts
make -C /OpenROAD-flow-scripts/flow DESIGN_CONFIG=/design/flow/config.mk WORK_HOME=/design/flow/orfs finish
--- ./constraint.sdc ---
current_design shift_register

set clk_period 9.2
set clk_io_pct 0.2

create_clock -name clk0 -period $clk_period [get_ports {clk}]

set non_clock_inputs [all_inputs -no_clocks]
set_input_delay [expr $clk_period * $clk_io_pct] -clock clk0 $non_clock_inputs
set_output_delay [expr $clk_period * $clk_io_pct] -clock clk0 [all_outputs]
--- ./design.v ---
module shift_register (in, clk, out, clk_out);
  input in;
  input clk;
  output reg [2:0]out;
  output reg clk_out;
  integer i = 2;
  integer y = 0;
  integer hold[2:0];
  initial $monitor("i = %b\ny = %b\n", i, y);
  always @ (negedge clk) begin  
    hold[i] <= in;
    if (i == 1'b0) begin
      i = 2;
      for(y = 0; y < 3; y = y + 1) begin
        out[y] <= hold[y];
      end
		clk_out <= 1;  
    end else begin
      i <= i - 1;
		clk_out <= 0;
    end 
  end
endmodule
--- ./config.mk ---
export PLATFORM = sky130hd
export DESIGN_NAME = shift_register
export DESIGN_NICKNAME = shift_register
export VERILOG_FILES = /design/flow/design.v
export SDC_FILE = /design/flow/constraint.sdc
export NUM_CORES = 4
export LEC_CHECK = 1
export CORE_UTILIZATION = 30
==> impl_metrics.yaml <==
# physical design summary
critical_path:
  cp.arrival_ns: 5.70
  reg2regPathDepth: 4
  crit_fanout: 1
  crit_family: "buffers and inverters"
  critPathKind: "register to output pin"
  reg2reg_slack_ns: 6.63
  reg2reg_to: "out[1]$_DFFE_NP_"
  cp_num_buf_inv: 1
  slowest_stage: "clkdlybuf4s50_1"
  cp-end-kind: "output pin"
  slowest_delay_ns: 0.45
  crit_cells: 1
  cp-start-kind: "register"
  crit_chain: "clkdlybuf4s50_1"
  regToRegStartpoint: "i[9]$_SDFF_NP0_"
  cp.required_ns: 7.36
placed_design:
  numPortBuffers: 5
  dp_cells: 254
  place_congestion: 0.754
  hpwlAfterDp_um: 1990
global_routing:
  grt_max_degree: 21
  grt_pass1_wl_um: 5150
  overflow: 0
  first_global_vias: 1287
  grt_usage_pct: 10.6
  antenna_found_initial: 0
logic_synthesis:
  yosys.area.top_type_share_pct: 37.3
  adder_share_pct: 2.83
  syn_area_um2: 1770
  postSynthSeqShare_pct: 47.5
  synthFlopType: "dfxtp_1"
  mux_share_pct: 4.46
  ys.flops: 39
  top_cells_by_area: "dfxtp_1 37%, edfxtp_1 10%, nor2_1 6.8%"
  simple_gate_area_share_pct: 29.8
  synth_cells: 184
  yosysTopAreaCell: "dfxtp_1"
  ys_area_um2: 1770
  compound_area_share_pct: 5.73
  post_synth.cell_area_avg_um2: 9.62
  ys_types: 40
  edf_count: 6
  ys_warn_count: 2
  ys_cells: 184
  topCombFamilyByArea: "simple AND/OR/NAND/NOR gates"
  synth-xor-area-share_pct: 6.44
  async_reset_ff_share_pct: 0
cts:
  cts_setup_buffers: 0
  cts-root-buf: "clkbuf_8"
  cts_resized: 0
  hold_buffers: 0
  htreeDepth: 2
  cts.sinks: 39
  clk_pin_slew_ns: 0.03
  clk_latency_ns: 0.36
  cts_buffer_depth: 2
  cts_buffers: 5
  cts_tree: "done"
pwr:
  p_sw_share_pct: 27.2
  pwr-share-clk_pct: 54.3
  internal_power_uw: 279
  pwr-share-seq_pct: 45.5
  ir_worst_vdd_uv: 78.8
  p_leak_nw: 0.922
  p_sw_uw: 104
  powerDensity_nw_per_um2: 179
  pwr-share-comb_pct: 0.1
final_layout:
  final_cells: 300
  n_fill_cell: 585
  syn2layout_area_growth_pct: 20.4
  drive_above_1_share_pct: 8.77
hold_path:
  min-delay-path-class: "register to register"
  hp-start: "hold[2]$_DFFE_NP_"
  holdPathStages: 0
  hold_end: "out[2]$_DFFE_NP_"
final_timing:
  finalHoldViolCount: 0
  finClkSkew_ns: 0.0167
  setup_viol: 0
  worst_slew_pin_slew_ns: 0.783
  slew_headroom_pct: 47.7
  final.setup.tns_ns: 0
  drv_slew: 0
  rsz0062_at_grt: "false"
routing:
  vias: 1365
  first_pass_iters: 4
  wl_um: 3030
  wl_per_cell_um: 10.1
  drc_errors: 0
  antenna_cells: 0
  drt_iter0_drc: 67
  postRouteAntennaNets: 0
  viasPerCell: 4.55
floorplanning:
  coreArea_um2: 5610
  die-area_um2: 6210
  floorplan.core_util_pct: 31.5
  pin_count: 6
  num_rows: 27
  die-width_um: 78.8
  dieHeight_um: 78.8
flow_run:
  drv_cap: 0
  warnings: 67
status:
  outcome: "completed"
## power by group through the flow
stage / Combinational (mW) / Clock (mW) / Sequential (mW)
after CTS: 0.000508 / 0.220 / 0.174
after global routing: 0.000525 / 0.240 / 0.173
final: 0.000506 / 0.208 / 0.174
## flip-flops by register name (all words and copies together), names as in the netlist
signal / flops
clk_out: 1
i: 32
out: 3
hold: 3
## cell type report
class / instances / area [um^2] / share of cell area, %
Sequential cell: 39 / 841 / 39.5
Clock inverter: 42 / 191 / 8.98
Multi-Input combinational cell: 133 / 871 / 40.9
Timing Repair Buffer: 6 / 57.6 / 2.70
Inverter: 3 / 11.3 / 0.528
Clock buffer: 5 / 68.8 / 3.23
Tap cell: 72 / 90.1 / 4.23
## synth_stat cells (all sizes together) (3+ instances only)
library cell	n
a21oi	3
buf	5
clkbuf	3
dfxtp	33
edfxtp	6
ha	4
inv	4
mux2	7
nand2	9
nand3	8
nor2	34
nor3	10
nor4	6
o21ai	8
o31ai	4
or3	5
or4	4
xnor2	11
## placed cells by master (no fill, tap or decap), types with 5 or more instances in the layout
cell	Yosys	final
clkbuf_8	0	5
clkdlybuf4s50_1	0	5
dfxtp_1	33	33
edfxtp_1	6	6
inv_1	4	42
nand2_1	9	9
nand3_1	8	8
nor2_1	32	32
nor3_1	10	10
o21ai_0	8	8
xnor2_1	11	11
## kinds of logic (layout without fill, tap and decap cells)
family / Yosys count / in the layout
AND/OR/NAND/NOR: 92 / 92
flip-flops: 39 / 39
AND-OR/OR-AND: 17 / 17
XOR/XNOR: 13 / 13
buffers and inverters: 12 / 56
multiplexers: 7 / 7
adder cells (fa/ha/maj): 4 / 4
## per-stage QoR
step	setup slack [ns]	cell area (um^2)	utilization (%)	power (mW)	hold slack (ns)
after floorplan	2.46	1770	-	0.203	0.400
after global placement	2.02	1870	33.4	0.203	0.416
after detailed placement	2.01	1870	33.4	0.203	0.406
after CTS	1.64	2130	38.0	0.395	0.410
after global routing	1.59	2130	38.0	0.414	0.411
final	1.66	2130	38.0	0.382	0.409
## worst max path at each step
stage / slack [ns] / start / endpoint
6_report: 1.66 / out[2]$_DFFE_NP_ / out[2]
4_1_cts: 1.64 / out[2]$_DFFE_NP_ / out[2]
5_1_grt: 1.59 / out[2]$_DFFE_NP_ / out[2]
## metal layers
layer  vias up  track usage [%]  part of all wire (%)
met5         -                0                     0
met3         4             5.60                   3.2
met2        18             15.0                    44
met1       608             13.0                    51
li1        735                -                     -
met4         0             5.56                   2.0
Power is estimated from default activity; no workload was simulated.
