==> design.v <==
module cross_correlator(in1, in2, clk, out0, out1, out2, out3, out4);
   input [2:0]in1;
   input [2:0]in2;
   input wire clk;
   output reg [1:0]out0;
   output reg [1:0]out1;
   output reg [1:0]out2;
   output reg [1:0]out3;
   output reg [1:0]out4;
   reg [1:0]hold[5:0];
   integer i = 0;
   integer y = 0;
   integer diffe = 0;
   always @ (posedge clk) begin
      for (i = 0; i < 5; i = i + 1) begin
         if (i < 3) begin
            diffe = 2 - i;
            for (y = 0; y <= i; y = y + 1) begin
               hold[i] = hold[i] + (in1[y] * in2[diffe + y]);
            end
         end else begin
            diffe = i - 2;
            for (y = 0; y < (5 - i); y = y + 1) begin
               hold[i] = hold[i] + (in1[diffe + y] * in2[y]);
            end
         end
      end
      out0 = hold[0];
      out1 = hold[1];
      out2 = hold[2];
      out3 = hold[3];
      out4 = hold[4];
		hold[0] = 1'b0;
		hold[1] = 1'b0;
		hold[2] = 1'b0;
		hold[3] = 1'b0;
		hold[4] = 1'b0;
   end
endmodule
==> run.sh <==
#!/bin/bash
# OpenROAD 26Q1-2900-gdf79404cd8, Yosys 0.63+post, stock flow scripts
make -C /OpenROAD-flow-scripts/flow DESIGN_CONFIG=/design/flow/config.mk WORK_HOME=/design/flow/orfs finish
==> config.mk <==
export PLATFORM = sky130hd
export DESIGN_NAME = cross_correlator
export DESIGN_NICKNAME = cross_correlator
export VERILOG_FILES = /design/flow/design.v
export SDC_FILE = /design/flow/constraint.sdc
export NUM_CORES = 4
export LEC_CHECK = 1
export CORE_AREA = 10 10 70 70
export DIE_AREA = 0 0 80 80
==> constraint.sdc <==
current_design cross_correlator

set clk_period 1.2
set clk_io_pct 0.2

create_clock -name clk0 -period $clk_period [get_ports {clk}]

set non_clock_inputs [all_inputs -no_clocks]
set_input_delay [expr $clk_period * $clk_io_pct] -clock clk0 $non_clock_inputs
set_output_delay [expr $clk_period * $clk_io_pct] -clock clk0 [all_outputs]
==> flow_metrics.env <==
# source this file to load flow results
export IMPL_cp_required_ns=1.33
export IMPL_die_x_um=80
export IMPL_irDropWorstVdd_mv=0.2110
export IMPL_startpoint_type="input port"
export IMPL_ys_ff=8
export IMPL_remaining_drc_errors=0
export IMPL_yosys_cells=23
export IMPL_die_area_um2=6400
export IMPL_hold_class="input port to flop"
export IMPL_end_kind="flop"
export IMPL_finalMaxSlewViolations=0
export IMPL_cts_tree="built"
export IMPL_grt_max_degree=5
export IMPL_tool_warnings=25
export IMPL_synthCells=23
export IMPL_cts_buffers=3
export IMPL_top_area_frac=0.5714
export IMPL_setup_viol=0
export IMPL_drv_cap=0
export IMPL_dr_pass1_iters=2
export IMPL_power_density_nw_per_um2=1135
export IMPL_gp_congestion=0.7085
export IMPL_worstSetupStartpoint="in1[2]"
export IMPL_fin_area_um2=489.2
export IMPL_leakage_nw=0.2305
export IMPL_fin_crit_ns=1.179
export IMPL_clockBufferDepth=2
export IMPL_routedWlPerCell_um=7.651
export IMPL_ys_area_um2=280.3
export IMPL_grt_first_pass_wirelength_um=1014
export IMPL_top_area_cell="dfxtp_1"
export IMPL_path_max_fanout=3
export IMPL_fp_utilization=0.08205
export IMPL_globalRouteOverflowTotal=0
export IMPL_syn_avg_cell_area_um2=12.19
export IMPL_antennaDiodeCount=0
export IMPL_p_total_w=0.0005551
export IMPL_postPlaceCellArea_um2=474.2
export IMPL_hold_viol_final=0
export IMPL_root_buffer="clkbuf_4"
export IMPL_clock_fmax_ghz=0.8483
export IMPL_clock_sinks=8
export IMPL_grt_pass1_vias=230
export IMPL_cp_data_arrival_time_ns=1.31
export IMPL_synthDistinctLibCells=6
export IMPL_core_area_um2=3416
export IMPL_status="complete, no violations"
export IMPL_top_cells_by_area="dfxtp_1 57%, and2_1 20%, ha_1 8.9%"
export IMPL_drt_wl_total_um=658
export IMPL_post_dp_hpwl_um=588.7
export IMPL_cts_max_level=1
export IMPL_drt_vias_per_instance=2.326
export IMPL_drive_gt1_frac=0.1000
export IMPL_syn2layout_area_growth_pct=74.55
export IMPL_grt_setup_unrepaired="no"
export IMPL_track_usage=0.01977
export IMPL_pin_count=17
export IMPL_std_cell_rows=21
export IMPL_ant_nets=0
export IMPL_postCtsSetupBuffers=0
export IMPL_clk_pin_slew_ns=0.06
export IMPL_cp_endpoint="out2[0]$_DFF_P_"
export IMPL_syn_area_um2=280.3
export IMPL_crit_type="input port to flop"
export IMPL_die_h_um=80
export IMPL_postSynthSeqShare=0.5714
export IMPL_vias=200
export IMPL_antenna_found_initial=0
export IMPL_period_used=0.9824
export IMPL_drt_iter0_drc=4
export IMPL_ys_warn_count=2
export IMPL_port_buffers=14
==> state kept, by name, indices dropped and copies added (netlist names) <==
name and flops:
out2 2, out1 2, out4 1, out0 1, out3 2
==> synthesized netlist by cell type <==
library cell and count:
buf_4 2, dfxtp_1 8, and2_1 9, ha_1 2
fa_1 1, conb_1 1
==> timing repair <==
| action | 4_1_cts | 5_1_grt |
|---|---|---|
| gates resized | 8 | 1 |
| pin swaps | 0 | 0 |
| endpoints found under the setup margin | 8 | 1 |
| hold buffers | 0 | 0 |
==> final cells by class <==
cell class	count	area [µm²]
Timing Repair Buffer	15	140.1
Sequential cell	8	160.2
Clock buffer	3	22.52
Multi-Input combinational cell	14	108.9
Fill cell	390	2927
Tap cell	46	57.56
==> stage by stage <==
| step | utilization | TNS, ns | instances | hold WS [ns] | setup slack [ns] |
|---|---|---|---|---|---|
| after floorplan | - | 0 | 24 | 0.3617 | 0.2270 |
| after global placement | 0.1388 | -0.5695 | 83 | 0.8848 | -0.2336 |
| after detailed placement | 0.1388 | -0.5956 | 83 | 0.8830 | -0.2389 |
| after CTS | 0.1425 | 0 | 86 | 0.6181 | 0.02842 |
| after global routing | 0.1432 | 0 | 86 | 0.3063 | 0.01109 |
| final | 0.1432 | 0 | 86 | 0.2787 | 0.02118 |
==> critical path: stages <==
cell,delay (ns)
clkdlybuf4s50_1,0.50
and2_1,0.16
fa_1,0.41
==> worst min path at each step <==
stage / slack [ns] / endpoint / startpoint / cells past startpoint
final: 0.28 / out0[0]$_DFF_P_ / in2[2] / 2
after global routing: 0.31 / out0[0]$_DFF_P_ / in2[2] / 2
after CTS: 0.62 / out4[0]$_DFF_P_ / in2[0] / 2
==> logic make-up (layout without fill, tap and decap cells) <==
kind of cell	Yosys count	after routing	synth area share
simple gates	9	9	0.2009
other cells	1	2	0.01338
flops	8	8	0.5714
fa+ha+maj	3	3	0.1607
buf+inv	2	18	0.05356
==> where the power goes <==
part	internal (W)	switching, W
registers	0.000286	0.00000394
clock network	0.000114	0.0000848
logic	0.0000477	0.0000189
==> placed cells by master, fill, tap and decap left out <==
cell	count
clkbuf_4	3
fa_1	1
conb_1	2
dlygate4sd2_1	8
buf_4	1
ha_1	2
clkdlybuf4s50_1	5
dfxtp_1	8
dlymetal6s2s_1	1
and2_1	9
==> routing by layer <==
layer,share of wire,up-vias,GRT usage
met5,0,-,0
met1,0.32,90,0.01682
met4,0.029,0,0.01056
li1,-,100,-
met3,0.094,2,0.006818
met2,0.56,8,0.03852
Power is estimated from default activity; no workload was simulated.
