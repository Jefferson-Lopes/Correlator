<file path="/design/flow/config.mk">
export PLATFORM = sky130hd
export DESIGN_NAME = slow_clk
export DESIGN_NICKNAME = slow_clk
export VERILOG_FILES = /design/flow/design.v
export SDC_FILE = /design/flow/constraint.sdc
export NUM_CORES = 4
export LEC_CHECK = 1
export CORE_AREA = 10 10 110 110
export DIE_AREA = 0 0 120 120
</file>
<file path="/design/flow/constraint.sdc">
current_design slow_clk

set clk_period 5.7
set clk_io_pct 0.2

create_clock -name clk0 -period $clk_period [get_ports {clk_in}]

set non_clock_inputs [all_inputs -no_clocks]
set_input_delay [expr $clk_period * $clk_io_pct] -clock clk0 $non_clock_inputs
set_output_delay [expr $clk_period * $clk_io_pct] -clock clk0 [all_outputs]
</file>
<file path="/design/flow/design.v">
module slow_clk(clk_in, clk_out);
	input clk_in;
	output clk_out;
	reg [25:0] counter = 0;
	always @ (posedge clk_in) begin  
		counter <= counter + 1;
		if (counter == 500_000) begin
			counter <= 0;
			clk_out <= ~clk_out;
		end 
	end
endmodule
</file>
<file path="/design/flow/run.sh">
#!/bin/bash
# OpenROAD 26Q1-2900-gdf79404cd8, Yosys 0.63+post, stock flow scripts
make -C /OpenROAD-flow-scripts/flow DESIGN_CONFIG=/design/flow/config.mk WORK_HOME=/design/flow/orfs finish
</file>
==> out/qor.csv <==
stage,metric,value,unit
timing,finalMaxSlewViolations,0,
setup_path,timing_worst_setup_path_type,reg -> out,
timing,relSlewSlack,44.7,%
timing,grt_setup_unrepaired,false,
setup_path,critical_path.startpoint_type,register,
setup_path,ff2ff_setup_slack,3.79,ns
timing,worst-slew-pin-transition,0.827,ns
clock_network,numCtsBuffers,3,
clock_network,clockRootBuffer,clkbuf_8,
synthesis,enable_flop_cells,1,
synthesis,postSynth.topFlopCell,dfxtp_1,
min_path,timing.hold.worst.class,reg -> reg,
global_routing,total_global_route_track_usage,2.86,%
pwr,ir_worst_vdd,0.0968,mV
synthesis,yosys.area.top_type_share,44.7,%
pwr,sw_frac_of_total,18.7,%
pwr,cell_internal_pwr,0.000239,W
route,avgViaCountPerCell,3.18,
route,ant_nets,0,
clock_network,clock_tree.htree_level_count,1,
timing,finalWorstSetupSlack,3.48,ns
global_routing,grt_first_pass_wirelength,3600,um
place,detailed_place_hpwl,1360,um
min_path,worstHoldPathCells,1,
pwr,power.switching,0.0000551,W
setup_path,worst_path_max_delay_cell,clkdlybuf4s50_1,
setup_path,reg2reg_from,counter[15]$_SDFF_PN0_,
synthesis,synthesized_registers,27,
place,preCtsSetupSlack,3.76,ns
floorplanning,chipArea,14400,sq um
clock_network,clock_sinks,27,
floorplanning,top_level_ports,2,
setup_path,cp_num_buf_inv,1,
pwr,power.leakage,0.419,nW
synthesis,yosys_warnings,2,
synthesis,synth.cellmix.compoundShare,2.58,%
global_routing,grt_overflow_total,0,
setup_path,crit_path_end_kind,output port,
flow_run,maxCapViolations,0,
clock_network,post_cts_resize_count,0,
clock_network,clock_tree.buffer_depth,2,
synthesis,yosys_cells,122,
finish,layout_top_cell_excl_fill_tap,dfxtp_1,
route,antennaDiodeCount,0,
pwr,share_clk_of_total_power,35.7,%
clock_network,postCtsSetupRepairBufs,0,
synthesis,synth_area_per_cell,9.54,sq um
route,drt_pre_antenna_iters,4,
timing,setup_viol,0,
pwr,power_density,214,nW/um^2
route,final_wirelength,1960,um
timing,layout_min_cycle_time,2.22,ns
finish,area_delta_synth_final,18.3,%
synthesis,netlist.top_cell.by_area,dfxtp_1,
floorplanning,effective_utilization_at_floorplan,11.9,%
synthesis,fa_ha_area_share,2.15,%
flow_run,warnings,26,
timing,tns,0,ns
timing,final-hold-violation-count,0,
clock_network,tritoncts,done,
finish,most_frequent_logic_cells_in_the_routed_design,"26 x dfxtp_1, 16 x nor2_1, 14 x xnor2_1",
synthesis,syn_inst,122,
floorplanning,design.core.area,9770,sq um
global_routing,vias_in_the_first_global_route,781,
route,drt_iter0_markers,37,
setup_path,critical_path.top_delay_family,buffers and inverters,
pwr,seqPwrFrac,64.3,%
setup_path,rr_endpoint,clk_out$_DFFE_PN_,
place,io_buffer_count,1,
finish,final_layout_size_suffix_gt1_share,5.60,%
synthesis,post_synth_instance_area,1160,sq um
global_routing,antenna_violations_before_repair,0,
floorplanning,placementRows,36,
setup_path,worstPathMaxFanout,2,
global_routing,grt_max_degree,15,
floorplanning,chipHeight,120,um
place,gp_congestion,0.780,
min_path,whs_endpoint,counter[25]$_SDFF_PN0_,
clock_network,clock.latency.late_pin,0.27,ns
synthesis,top_cells_by_area,"dfxtp_1 45%, xnor2_1 11%, xor2_1 5.3%",
route,dr_vias,821,
synthesis,yosys-mux-area-fraction,0,%
setup_path,timing.reg2reg.worst_path_depth,3,
route,wl_cell,7.61,um
clock_network,cts_hold_buffers,0,
floorplanning,fp.dieW,120,um
synthesis,yosys.area_share.xor_xnor,15.8,%
min_path,hp-start,counter[25]$_SDFF_PN0_,
synthesis,ys_async_sr_fraction,0,%
synthesis,seq_area_frac_synth,47.3,%
setup_path,crit_chain,clkdlybuf4s50_1,
synthesis,number_of_library_cell_types_mapped_by_synthesis,28,
setup_path,critical_path_arrival,1.08,ns
synthesis,synth.yosys.chip_area,1160,sq um
route,remaining_drc_errors,0,
timing,fin_crit_sh,38.9,%
timing,maxClockFrequency,0.451,GHz
setup_path,critPathRequiredTime,4.56,ns
outcome,status,"complete, no violations",
timing,worst_clk_skew,0.00435,ns
pwr,pwr-share-comb,0,%
clock_network,cts.clk_slew.worst_paths,0.08,ns
finish,fin_util,14.1,%
setup_path,slowest_delay,0.47,ns
synthesis,yosys.area_share.simple,29.8,%
setup_path,critical_path_cell_count,1,
synthesis,logic_family,simple AND/OR/NAND/NOR gates,
[synth_stat cells, types with 2 or more instances]
cell type  instances
xnor2_1           14
nand4_1            8
nand3_1            6
dfxtp_1           26
nand2_1            8
nor3_1             3
and4_1             2
a21oi_1            2
inv_1              5
ha_1               2
nor2_1            16
xor2_1             7
nor4_1             8
[through the flow]
| step | area (sq um) | instances | total power, W | hold WS [ns] |
|---|---|---|---|---|
| 3_3_place_gp | 1330 | 254 | 0.000194 | 0.459 |
| 6_report | 1380 | 258 | 0.000295 | 0.476 |
| 5_1_grt | 1380 | 258 | 0.000305 | 0.487 |
| 2_1_floorplan | 1160 | 122 | 0.000194 | 0.435 |
| 4_1_cts | 1380 | 258 | 0.000300 | 0.476 |
| 3_5_place_dp | 1330 | 254 | 0.000194 | 0.457 |
[worst max path at each step]
stage,startpoint,end,slack (ns)
after CTS,clk_out$_DFFE_PN_,clk_out,3.46
after global routing,clk_out$_DFFE_PN_,clk_out,3.43
final,clk_out$_DFFE_PN_,clk_out,3.48
[cells by family (layout without fill, tap and decap cells)]
kind of cell             count (synthesis)  in the layout
AND-OR/OR-AND                            5              5
adder cells (fa/ha/maj)                  2              2
buffers and inverters                    7             10
XOR/XNOR                                21             21
flip-flops                              27             27
AND/OR/NAND/NOR                         60             60
[cell type report]
cell class                      count  area [sq um]
Fill cell                        1089          8400
Multi-Input combinational cell     88           586
Sequential cell                    27           551
Tap cell                          133           166
Clock buffer                        4          45.0
Inverter                            5          18.8
Timing Repair Buffer                1          10.0
[metal layers]
metal	global-route usage, %	part of all wire [%]
met1	3.73	50
met4	0.905	3.7
met2	4.61	43
met3	0.666	3.3
met5	0	0
[power groups by stage]
stage	Clock, W	Combinational, W	Sequential [W]
5_1_grt	0.000115	0.000000000175	0.000189
6_report	0.000105	0.000000000175	0.000189
4_1_cts	0.000110	0.000000000175	0.000189
[state kept, by name, indices dropped and copies added (netlist names)]
| signal | flops |
|---|---|
| clk_out | 1 |
| counter | 26 |
Power is estimated from default activity; no workload was simulated.
